## flow/run.sh

```bash
#!/bin/bash
# OpenROAD 26Q1-2900-gdf79404cd8, Yosys 0.63+post, stock flow scripts
make -C /OpenROAD-flow-scripts/flow DESIGN_CONFIG=/design/flow/config.mk WORK_HOME=/design/flow/orfs finish
```

## flow/config.mk

```make
export PLATFORM = sky130hd
export DESIGN_NAME = roundrobin_arb_flop
export DESIGN_NICKNAME = roundrobin_arb_flop
export VERILOG_FILES = /design/flow/design.v
export SDC_FILE = /design/flow/constraint.sdc
export NUM_CORES = 4
export LEC_CHECK = 1
export CORE_AREA = 10 10 73 73
export DIE_AREA = 0 0 83 83
export SYNTH_HDL_FRONTEND = slang
```

## flow/constraint.sdc

```tcl
current_design roundrobin_arb_flop

set clk_period 2.6
set clk_io_pct 0.2

create_clock -name clk0 -period $clk_period [get_ports {clk}]

set non_clock_inputs [all_inputs -no_clocks]
set_input_delay [expr $clk_period * $clk_io_pct] -clock clk0 $non_clock_inputs
set_output_delay [expr $clk_period * $clk_io_pct] -clock clk0 [all_outputs]
```

## flow/design.v

```verilog
module roundrobin_arb_flop
#(
  parameter ARB_WIDTH = 4
)
(
  input  logic [ARB_WIDTH-1:0] req,
  input  logic                 pause,
  output logic [ARB_WIDTH-1:0] gnt,
  input  logic                 clk,
  input  logic                 rst
);
reg [ARB_WIDTH-1:0] arb_state;
always @(posedge clk) begin
  if (rst) begin
    arb_state <= '0;
  end else begin
    if (arb_state == '0) begin
      if (req != '0) begin
        gnt       <= req & round_robin(req) & ~gnt;
        arb_state <= ~round_robin(req) & req;
      end else begin
        gnt       <= '0;
      end
    end else begin
      gnt       <= round_robin(arb_state) & req;
      arb_state <= ~round_robin(arb_state) & arb_state;
      if (pause) begin
        gnt       <= '0;
        arb_state <= arb_state;
      end
    end
  end
end
localparam AD = ARB_WIDTH;
localparam WD = 1<<AD;
function bit [WD-1:0] round_robin (bit [WD-1:0] req);
  bit [2*WD-1:0] d_req;
  bit [2*WD-1:0] d_gnt;
  bit [WD-1:0]   gnt  ;
  begin
    d_req = {req,req};
    d_gnt = d_req & ~(d_req-1);
    gnt   = d_gnt[WD-1:0] | d_gnt[2*WD-1:WD];
  end
  return gnt;
endfunction
endmodule  
```

==> impl_metrics.py <==
# Synthesis and PnR figures
metrics = {
    "power": {
        "pwr-share-seq_pct": 42.4,
        "leakagePower_nw": 0.1936,
        "vdd.ir_drop.worst_mv": 0.1153,
        "internal_power_w": 0.0002761,
        "p_clk_share_pct": 41.5,
        "comb_power_share_pct": 16.1,
        "switchingPower_w": 0.00008008,
        "power_density_nw_per_um2": 577.4,
        "swShare_pct": 22.48,
    },
    "clock_network": {
        "cts_resized": 0,
        "cts.htree.levels": 1,
        "clk_latency_ns": 0.22,
        "cts_tree": "done",
        "root_buffer": "clkbuf_8",
        "postCtsSetupRepairBufs": 0,
        "cts_buffers": 3,
        "clk_pin_slew_ns": 0.04,
        "clock_path_buffers": 2,
        "cts_num_sinks": 8,
        "cts.hold.buffers_added": 0,
    },
    "final_timing": {
        "tightest_slew_ns": 0.5200,
        "timing.fmax_mhz": 622.3,
        "fin_skew_ns": 0.001051,
        "slew_violations": 0,
        "period_used_pct": 61.80,
        "final-hold-violation-count": 0,
        "grt_setup_unrepaired": "false",
        "finalSetupViolCount": 0,
        "fin_crit_ns": 1.607,
        "timing.setup.tns_ns": 0,
        "worst_slack_ns": 0.9931,
        "relSlewSlack_pct": 65.01,
    },
    "setup_path": {
        "setup.worst_path.start_class": "input port",
        "rr_worst_depth": 3,
        "cp.required_ns": 2.70,
        "rrSetupSlack_ns": 1.25,
        "r2r-end": "arb_state[1]$_SDFFE_PP0P_",
        "critical_path_arrival_ns": 1.70,
        "crit_type": "input port to flip-flop",
        "rr_startpoint": "arb_state[3]$_SDFFE_PP0P_",
        "cp_max_fo": 7,
        "critPathCaptureType": "flip-flop",
    },
    "flow_run": {
        "cap_viol_max_count": 0,
        "tool_warnings": 25,
    },
    "hold_path": {
        "hold_end": "arb_state[2]$_SDFFE_PP0P_",
        "hold_depth": 2,
        "min-delay-path-class": "flip-flop to flip-flop",
        "hold_start": "arb_state[2]$_SDFFE_PP0P_",
    },
    "synthesis": {
        "ys_area_um2": 415.4,
        "top_cells_by_area": "edfxtp_1 29%, dfxtp_1 19%, a21oi_1 4.8%",
        "yosys.area.top_type": "edfxtp_1",
        "syn_area_um2": 415.4,
        "ys_cells": 41,
        "synth_flops": 8,
        "top_cell_area_share_pct": 28.92,
        "yosysUniqueCellTypes": 22,
        "synthCells": 41,
        "ys_seq_share_pct": 48.19,
        "syn_avg_cell_area_um2": 10.13,
        "yosysWarnings": 0,
    },
    "grt": {
        "grt_pass1_vias": 386,
        "grt_max_degree": 9,
        "grt.overflow.total": 0,
        "antenna_found_initial": 0,
        "grt_usage_pct": 3.277,
        "grt_pass1_wl_mm": 1.849,
    },
    "drt": {
        "drtIter0Drc": 92,
        "dr_total_vias": 379,
        "n_antenna_cell": 0,
        "wl_mm": 1.125,
        "ant_nets": 0,
        "wire_per_inst_um": 11.03,
        "dr.pass1.iters": 4,
        "viasPerCell": 3.716,
        "drcViolationCount": 0,
    },
    "finish": {
        "logic_area_um2": 200.2,
        "area_delta_synth_final_pct": 48.49,
        "final_layout_size_suffix_gt1_share_pct": 12.96,
        "flop_area_um2": 200.2,
        "fillers": 421,
    },
    "floorplan": {
        "core_area_um2": 3744,
        "fp.dieArea_um2": 6889,
        "rows": 22,
        "fp_util_pct": 11.10,
        "die.size.y_um": 83,
        "io-pin-count": 11,
        "die_w_um": 83,
    },
    "placement": {
        "port_buffers": 10,
        "dp_hpwl_um": 839.4,
        "place_ws_ns": 0.7517,
        "place.gp.congestion": 0.7541,
    },
    "outcome": {
        "status": "complete, no violations",
    },
}
-- layout make-up --
type / count / area share, %
sequential: 8 / 32.45
tap: 48 / 9.736
timing repair buffer: 10 / 16.23
multi-input combinational: 29 / 32.45
clock buffer: 3 / 6.694
inverter: 4 / 2.434
-- cell usage after synthesis --
cell type / number
or3_1: 1
a311oi_1: 1
o22ai_1: 1
nor4_1: 2
nand2_1: 2
a311oi_2: 1
a21oi_1: 4
and3_1: 1
and4bb_2: 1
edfxtp_1: 4
nor3_1: 4
o211ai_1: 1
and2_1: 1
a22oi_1: 1
nand2b_1: 1
nor3_2: 1
o21a_1: 2
nor4b_1: 1
nor2b_1: 2
dfxtp_1: 4
or4_4: 1
inv_1: 4
-- registers in the layout (all words and copies together), names as in the netlist --
name / count
arb_state: 4
gnt: 4
-- cell families (layout without fill, tap and decap cells) --
| logic type | Yosys count | after routing | synth area share [%] |
|---|---|---|---|
| AND/OR/NAND/NOR | 18 | 18 | 28.92 |
| buffers and inverters | 4 | 17 | 3.613 |
| AND-OR/OR-AND | 11 | 11 | 19.28 |
| flip-flops | 8 | 8 | 48.19 |
-- critical path, stage by stage --
cell             delay, ns
clkdlybuf4s50_1       0.53
or3_1                 0.38
nor3_1                0.14
o21a_1                0.13
-- per-layer routing --
layer | up-vias | track usage, % | wire length, um | share of wire, %
met1 | 178 | 4.028 | 505 | 45
met3 | 2 | 1.772 | 87 | 7.7
li1 | 188 | - | - | -
met2 | 11 | 4.818 | 517 | 46
met4 | 0 | 0.9231 | 15 | 1.3
met5 | - | 0 | 0 | 0
-- worst max-delay path by stage --
stage	start	end	slack [ns]	depth (start not counted)
after CTS	req[0]	gnt[3]$_DFFE_PN_	0.97	4
after global routing	req[0]	gnt[3]$_DFFE_PN_	0.85	4
final	req[0]	gnt[3]$_DFFE_PN_	0.99	4
-- through the flow --
step / area, um^2 / cells / util (%) / total power, W / hold slack, ns
global route: 616.8 / 102 / 16.48 / 0.0003778 / 0.5818
detailed placement: 575.6 / 99 / 15.37 / 0.0002100 / 0.5500
floorplan: 415.4 / 41 / - / 0.0001805 / 0.4985
finish: 616.8 / 102 / 16.48 / 0.0003561 / 0.5457
CTS: 616.8 / 102 / 16.48 / 0.0003588 / 0.5529
global placement: 575.6 / 99 / 15.37 / 0.0002096 / 0.5400
-- cells in the final DEF, fill, tap and decap left out, types with 2 or more instances in the layout --
cell type         n
nor2b_1           2
clkbuf_8          3
edfxtp_1          4
inv_1             4
nor4_1            2
nand2_1           2
dfxtp_1           4
a21oi_1           4
clkdlybuf4s50_1  10
nor3_1            4
o21a_1            2
-- power groups by stage --
| stage | registers (W) | clock network, W | logic (W) |
|---|---|---|---|
| 5_1_grt | 0.000152 | 0.000162 | 0.0000639 |
| 6_report | 0.000151 | 0.000148 | 0.0000574 |
| 4_1_cts | 0.000151 | 0.000150 | 0.0000579 |
Power figures rest on the tool's default switching activity, not on a simulated workload.
