==> flow/design.v <==
module ptr_compare_6_64 (ptr, ge_ptr_vec, gt_ptr_vec, lt_ptr_vec, le_ptr_vec);
   input [5:0] ptr;
   output [63:0] ge_ptr_vec;
   output [63:0] gt_ptr_vec;
   output [63:0] le_ptr_vec;
   output [63:0] lt_ptr_vec;
assign ge_ptr_vec = {64{1'b1}} << ptr;
assign gt_ptrtvec = {64{1'b1}} << ({1'b0, ptr} + 1'b1);
assign le_ptr_vec = {64{1'b1}} >> (63 - ptr);
assign lt_ptr_vec = {64{1'b1}} >> (64 - ptr);
endmodule
module queue_flush_64 (in_ptr, cur_ptr, br_flush_vec);
   input [5:0] in_ptr;
   input [5:0] cur_ptr;
   output [63:0] br_flush_vec;
assign br_flush_vec = 
   cur_ptr < in_ptr ?
  ({64{1'b1}} >> (63 - in_ptr)) & ({64{1'b1}} << ({1'b0, cur_ptr} + 1'b1)) :
  ({64{1'b1}} >> (63 - in_ptr)) | ({64{1'b1}} << ({1'b0, cur_ptr} + 1'b1)) ;
endmodule
module first_one_4_2(in,out,nonzero);
input  [3:0] in;
output [1:0] out; 
output nonzero;
assign out[1] = (~in[0])&(~in[1]) & (in[2] | in[3]);
assign out[0] = ((~in[0])&( in[1])) | ((~in[0])&(~in[2])&( in[3]));
assign nonzero   = |in[3:0];
endmodule
module first_one_8_3(in,out,nonzero);
input  [7:0] in;
output [2:0] out;
output nonzero;
assign out[2]=(~(|in[3:0]))&(|in[7:4]);
assign out[1]=((~in[0]) & (~in[1]) & (~in[4]) & (~in[5]) & (in[6] | in[7])) |
              ((~in[0]) & (~in[1]) & (in[2] | in[3]));
assign out[0]=((~in[0]) & (~in[2]) & (~in[4]) & (~in[6]) & in[7])|
              ((~in[0]) & (~in[2]) & (~in[4]) & in[5])|
              ((~in[0]) & (~in[2]) & in[3])|
              ((~in[0]) & in[1]);
assign nonzero=|in[7:0];
endmodule
module first_one_16_4(in,out,nonzero);
input  [15:0] in;
output [3:0] out;
output nonzero;
wire [1:0] a3,a2,a1,a0;
wire [3:0] nz;
wire zero;
first_one_4_2 first_one_4_2_3(.in(in[15:12]),.out(a3),.nonzero(nz[3]));
first_one_4_2 first_one_4_2_2(.in(in[11: 8]),.out(a2),.nonzero(nz[2]));
first_one_4_2 first_one_4_2_1(.in(in[ 7: 4]),.out(a1),.nonzero(nz[1]));
first_one_4_2 first_one_4_2_0(.in(in[ 3: 0]),.out(a0),.nonzero(nz[0]));
first_one_4_2 first_one4(.in(nz),.out(out[3:2]),.nonzero(nonzero));
assign out[1:0]= a0 |
                (a1 & {2{~nz[0]}}) |
                (a2 & {2{~|nz[1:0]}}) |
                (a3 & {2{~|nz[2:0]}});
endmodule
module first_one_32_5(in,out,nonzero);
input  [31:0] in;
output [4:0] out;
output nonzero;
wire [2:0] a3,a2,a1,a0;
wire [3:0] nz;
wire zero;
first_one_8_3 first_one3(.in(in[31:24]),.out(a3),.nonzero(nz[3]));
first_one_8_3 first_one2(.in(in[23:16]),.out(a2),.nonzero(nz[2]));
first_one_8_3 first_one1(.in(in[15: 8]),.out(a1),.nonzero(nz[1]));
first_one_8_3 first_one0(.in(in[ 7: 0]),.out(a0),.nonzero(nz[0]));
first_one_4_2 first_one4(.in(nz),.out(out[4:3]),.nonzero(nonzero));
assign out[2:0]= a0 |
                (a1 & {3{~nz[0]}})    |
                (a2 & {3{~|nz[1:0]}}) |
                (a3 & {3{~|nz[2:0]}});
endmodule
module first_one_64_6(in,out,nonzero);
input  [63:0] in;
output [5:0] out;
output nonzero;
wire [3:0] a3,a2,a1,a0;
wire [3:0] nz;
wire zero;
first_one_16_4 first_one_16_4_3(.in(in[63:48]),.out(a3),.nonzero(nz[3]));
first_one_16_4 first_one_16_4_2(.in(in[47:32]),.out(a2),.nonzero(nz[2]));
first_one_16_4 first_one_16_4_1(.in(in[31:16]),.out(a1),.nonzero(nz[1]));
first_one_16_4 first_one_16_4_0(.in(in[15: 0]),.out(a0),.nonzero(nz[0]));
first_one_4_2  first_one_4_2_0(.in(nz),.out(out[5:4]),.nonzero(nonzero));
assign out[3:0]= a0 |
                (a1 & {4{~nz[0]}}) |
                (a2 & {4{~|nz[1:0]}}) |
                (a3 & {4{~|nz[2:0]}});
endmodule
==> flow/run.sh <==
#!/bin/bash
# OpenROAD 26Q1-2900-gdf79404cd8, Yosys 0.63+post, stock flow scripts
make -C /OpenROAD-flow-scripts/flow DESIGN_CONFIG=/design/flow/config.mk WORK_HOME=/design/flow/orfs finish
==> flow/config.mk <==
export PLATFORM = sky130hd
export DESIGN_NAME = queue_flush_64
export DESIGN_NICKNAME = queue_flush_64
export VERILOG_FILES = /design/flow/design.v
export SDC_FILE = /design/flow/constraint.sdc
export NUM_CORES = 4
export LEC_CHECK = 1
export CORE_AREA = 10 10 112 112
export DIE_AREA = 0 0 122 122
export SYNTH_HDL_FRONTEND = slang
==> flow/constraint.sdc <==
current_design queue_flush_64

set clk_period 7.4
set clk_io_pct 0.2

create_clock -name clk0 -period $clk_period

set non_clock_inputs [all_inputs -no_clocks]
set_input_delay [expr $clk_period * $clk_io_pct] -clock clk0 $non_clock_inputs
set_output_delay [expr $clk_period * $clk_io_pct] -clock clk0 [all_outputs]
==> summary.txt <==
Status on the layout run. The run finished with clean final reports. The first routing iteration left 346 violations. OpenSTA lists the critical path startpoint as in_ptr[3]. In the global route stage, overall resource usage came out at 12.4%. As logged by OpenROAD, the buffers inserted on ports number between 70 and 80. Per report_power, the combinational group accounts for 100.0% of the total. Antenna diode count landed at 0. Total design power landed at around 260 uW. I/O pin total landed at roughly 76.

After layout, the minimum clock period comes to roughly 6.4 ns. The number of sequential cells reported for the layout is 0. Synthesized area divided by synthesized cell count landed at roughly 6.3 um^2.

The library cell used most frequently in the layout, excluding fill and tap cells, is sky130_fd_sc_hd__clkdlybuf4s50_1. Maximum fanout encountered on the critical timing path landed at 28. Overall overflow remaining after global route landed at 0. Xor and xnor area share after synthesis landed at roughly 2.7%. Area of the core region landed at about 10,000 um^2. Synthesized netlist cell count landed at ~340. The worst setup path is launched from a primary input. Count of cells along the worst hold path landed at 3. Count of vias placed by the detailed router landed at roughly 2,600.

Synthesis instantiated 45 different standard cells from the library. Checking hold timing, the worst path is listed with class primary input to output port. The analysis attributes to cell leakage a power of 0.00104 uW. In the final layout, the clock buffer count is 0. Signed area change from the synthesized netlist to the final layout landed at 36.5%. Quantity of gates resized following cts landed at 0.

Floorplan-stage core utilization landed at 21.0%. Via count of the first global-routing pass landed at 2,541. Worst path required time landed at about 5.9 ns.

Total power density per cell area landed at 90.4 nW/um^2. The worst setup path is captured at an output port. Worst-case headroom to the max-slew limit landed at around 41%. The synthesized netlist was found by Yosys to have approximately 340 cells. Final routed wire length divided by cell count landed at around 18 um. The OpenROAD report gives the critical path a data arrival time of between 4 and 5 ns.

Antenna violation net count after detailed routing landed at 0. Maximum number of pins on one net before global-route repair landed at 30. Layout filler cell count landed at ~1,100. Remaining routing DRC violations landed at 0. Number of maximum-capacitance constraint violations landed at 0. From left edge to right edge, the die measures between 100 and 150 um.

Per the OpenROAD floorplan log, the height of the die is between 100 and 150 um. Overall chip area landed at 14,900 um^2. The flow reports an fmax of 0.157 GHz. Post-synthesis adder-cell area fraction landed at a little over a third. OpenROAD emitted warnings numbering 36.

Share of synthesized area spent on multiplexers landed at 0%. Area share of and-or/or-and cells after synthesis landed at between 20% and 30%. Dividing the detail-routed via count by the number of cells gives about 5. The last timing report of the flow puts the setup violation total at 0. STA lists the startpoint of the worst hold path as in_ptr[5]. The layout summary lists the proportion of cells stronger than drive strength 1 as 5.17%. The clock network is responsible for 0% of the overall power. Per the final report, max-transition violations number 0.

After legalization and detailed placement, the total HPWL measured ~7600 um. Post-synthesis sequential area ratio landed at 0%. Setup repair after global routing left no endpoint under its margin. Setup slack at placement landed at approximately 1.1 ns. Cell-internal power landed at 145 uW. Net switching power landed at between 100 and 150 uW. Final period utilization landed at 85.9%.

Looking at the max-slew report, the worst-margin pin has a slew of 0.874 ns. After synthesis, the largest family of logic cells by area is adder cells. In the layout the commonest cells are sky130_fd_sc_hd__clkdlybuf4s50_1, sky130_fd_sc_hd__a21oi_1, sky130_fd_sc_hd__maj3_1, sky130_fd_sc_hd__nor2_1, sky130_fd_sc_hd__nand2_1. Setup slack of the critical path after layout landed at ~1.0 ns. Looking at the setup timing report, the critical path kind is primary input to output port. Per the layout area report, the register area comes to 0 um^2.

Cell area after synthesis landed at ~2100 um^2. Largest voltage drop on the vdd net landed at roughly 37 uV. The synthesized netlist devotes 21.9% of its cell area to simple gates.

Warning count from the yosys run landed at 0. The switching portion of total power comes to a little under half. The pre-antenna-repair detailed-routing pass consisted of 7 iterations.

Row count landed at 37. In the final timing run, aggregate negative setup slack is 0 ns. Placer congestion estimate landed at 0.957. Total of hold buffers inserted after clock tree synthesis landed at 0. Number of antenna violations at the first check in global routing landed at 0. At the end of the flow the core is filled with cells to between 20 and 30%. Once the clock tree was built, the setup fixing pass inserted 0 buffers.

Wire length reported by the detailed router landed at around 9600 um. Wire length of the first global-routing pass landed at about 15,000 um. Yosys stat chip area landed at roughly 2100 um^2. Per the final timing report, the hold violations number 0. Register share of total power landed at 0%.
==> synth_stat cells (all sizes together) <==
cell type | instances | share of area [%]
nor2b | 3 | 0.88
a31oi | 6 | 1.8
o21bai | 2 | 0.88
nand4 | 1 | 0.29
o21ai | 25 | 6.0
buf | 21 | 6.4
nand2b | 2 | 0.58
a21oi | 64 | 15
and2 | 2 | 0.58
nor4 | 1 | 0.29
and3 | 3 | 0.88
xor2 | 2 | 1.2
or3 | 2 | 0.58
and3b | 1 | 0.41
a21boi | 1 | 0.35
nand2 | 36 | 6.8
inv | 19 | 3.3
xnor2 | 3 | 1.6
nor3 | 2 | 0.47
nor2 | 37 | 6.5
a311o | 1 | 0.47
o211ai | 1 | 0.35
o221ai | 1 | 0.41
clkbuf | 11 | 1.9
nand3 | 12 | 3.4
maj3 | 63 | 30
or2 | 1 | 0.29
o31ai | 2 | 0.93
ha | 11 | 6.4
a21o | 3 | 1.1
==> critical path, cell delays in order <==
cell,delay (ns)
sky130_fd_sc_hd__clkdlybuf4s50_1,0.83
sky130_fd_sc_hd__inv_1,0.28
sky130_fd_sc_hd__ha_1,0.37
sky130_fd_sc_hd__a21o_1,0.16
sky130_fd_sc_hd__a21oi_1,0.12
sky130_fd_sc_hd__o21ai_1,0.08
sky130_fd_sc_hd__a21o_2,0.39
sky130_fd_sc_hd__buf_4,0.32
sky130_fd_sc_hd__maj3_1,0.40
sky130_fd_sc_hd__clkdlybuf4s50_1,0.43
==> power groups by stage <==
stage	registers, uW	clock network (uW)	logic (uW)
CTS	0	0	267
global route	0	0	290
finish	0	0	265
==> stage by stage <==
stage          hold WS, ns  cell area (um^2)  instances
2_1_floorplan         3.17              2140        339
3_3_place_gp          4.30              2930        523
3_5_place_dp          4.31              2930        523
4_1_cts               4.31              2930        523
5_1_grt               4.36              2930        523
6_report              4.32              2930        523
==> routing by layer <==
layer	track usage, %	part of all wire, %	vias to the layer above
li1	-	-	1291
met1	18.2	47	1188
met2	19.3	45	113
met3	1.78	7.0	10
met4	1.64	1.0	0
met5	0	0	-
==> path summary, 6_finish.rpt <==
path / to / slack [ns]
setup / recovery: br_flush_vec[14] / 1.04
hold / removal: br_flush_vec[32] / 4.32
==> kinds of logic after synthesis <==
family,Yosys count
xor+xnor,5
compound gates,106
simple gates,103
fa+ha+maj,74
buf+inv,51
==> layout make-up <==
type	count	area (um^2)	area share, %
Tap cell	136	170	5.81
Multi-Input combinational cell	288	1900	64.7
Timing Repair Buffer	80	791	27.0
Inverter	19	71.3	2.44
Power is estimated from default activity; no workload was simulated.
